### ./config.mk
export PLATFORM = sky130hd
export DESIGN_NAME = release_rom
export DESIGN_NICKNAME = release_rom
export VERILOG_FILES = /design/flow/design.v
export SDC_FILE = /design/flow/constraint.sdc
export NUM_CORES = 4
export LEC_CHECK = 1
export CORE_UTILIZATION = 50
export SYNTH_MEMORY_MAX_BITS = 65536
### ./constraint.sdc
current_design release_rom

set clk_period 4.9
set clk_io_pct 0.2

create_clock -name clk0 -period $clk_period [get_ports {clock}]

set non_clock_inputs [all_inputs -no_clocks]
set_input_delay [expr $clk_period * $clk_io_pct] -clock clk0 $non_clock_inputs
set_output_delay [expr $clk_period * $clk_io_pct] -clock clk0 [all_outputs]
### ./design.v
module attack_rom (clock, attack, count_up_to);
input clock;
input [3:0] attack;
output reg [31:0] count_up_to;
always@(posedge clock)
begin
	case(attack)
    		4'd0: count_up_to = 32'd5;
			4'd1: count_up_to = 32'd833333;
			4'd2: count_up_to = 32'd1666666;
			4'd3: count_up_to = 32'd2500000;
			4'd4: count_up_to = 32'd3333333;
			4'd5: count_up_to = 32'd4166666;
			4'd6: count_up_to = 32'd5000000;
			4'd7: count_up_to = 32'd5833333;
			4'd8: count_up_to = 32'd6666666;
			4'd9: count_up_to = 32'd7500000;
			4'd10: count_up_to = 32'd8333333;
			4'd11: count_up_to = 32'd9166666;
			4'd12: count_up_to = 32'd10000000;
			4'd13: count_up_to = 32'd10833333;
			4'd14: count_up_to = 32'd11666666;
			4'd15: count_up_to = 32'd12500000;
	endcase
end
endmodule
module decay_rom (clock, decay, sustain, count_up_to);
input clock;
input [3:0] decay, sustain;
output reg [31:0] count_up_to;
wire [3:0] shifting_distance;
assign shifting_distance = (4'd15 - sustain);
wire [31:0] out_0, out_1, out_2, out_3, out_4, out_5, out_6, out_7, 
out_8, out_9, out_10, out_11, out_12, out_13, out_14, out_15; 
distance0_rom  dr0(decay, out_0);
distance1_rom  dr1(decay, out_1);
distance2_rom  dr2(decay, out_2);
distance3_rom  dr3(decay, out_3);
distance4_rom  dr4(decay, out_4);
distance5_rom  dr5(clock, decay, out_5);
distance6_rom  dr6(decay, out_6);
distance7_rom  dr7(decay, out_7);
distance8_rom  dr8(decay, out_8);
distance9_rom  dr9(decay, out_9);
distance10_rom dr10(decay, out_10);
distance11_rom dr11(decay, out_11);
distance12_rom dr12(decay, out_12);
distance13_rom dr13(decay, out_13);
distance14_rom dr14(decay, out_14);
distance15_rom dr15(decay, out_15);
always@(posedge clock)begin
case(shifting_distance)
    		4'd0: count_up_to = out_0;
			4'd1: count_up_to = out_1;
			4'd2: count_up_to = out_2;
			4'd3: count_up_to = out_3;
			4'd4: count_up_to = out_4;
			4'd5: count_up_to = out_5;
			4'd6: count_up_to = out_6;
			4'd7: count_up_to = out_7;
			4'd8: count_up_to = out_8;
			4'd9: count_up_to = out_9;
			4'd10: count_up_to = out_10;
			4'd11: count_up_to = out_11;
			4'd12: count_up_to = out_12;
			4'd13: count_up_to = out_13;
			4'd14: count_up_to = out_14;
			4'd15: count_up_to = out_15;
	endcase
end
endmodule
module release_rom (clock, myrelease, sustain, count_up_to);
input clock;
input [3:0] myrelease, sustain;
output reg [31:0] count_up_to;
wire [3:0] shifting_distance;
assign shifting_distance = sustain;
wire [31:0] out_0, out_1, out_2, out_3, out_4, out_5, out_6, out_7, 
out_8, out_9, out_10, out_11, out_12, out_13, out_14, out_15; 
distance0_rom  dr0(myrelease, out_0);
distance1_rom  dr1(myrelease, out_1);
distance2_rom  dr2(myrelease, out_2);
distance3_rom  dr3(myrelease, out_3);
distance4_rom  dr4(myrelease, out_4);
distance5_rom  dr5(myrelease, out_5);
distance6_rom  dr6(myrelease, out_6);
distance7_rom  dr7(myrelease, out_7);
distance8_rom  dr8(myrelease, out_8);
distance9_rom  dr9(myrelease, out_9);
distance10_rom dr10(myrelease, out_10);
distance11_rom dr11(myrelease, out_11);
distance12_rom dr12(myrelease, out_12);
distance13_rom dr13(myrelease, out_13);
distance14_rom dr14(myrelease, out_14);
distance15_rom dr15(myrelease, out_15);
always@(posedge clock)begin
case(shifting_distance)
    		4'd0: count_up_to = out_0;
			4'd1: count_up_to = out_1;
			4'd2: count_up_to = out_2;
			4'd3: count_up_to = out_3;
			4'd4: count_up_to = out_4;
			4'd5: count_up_to = out_5;
			4'd6: count_up_to = out_6;
			4'd7: count_up_to = out_7;
			4'd8: count_up_to = out_8;
			4'd9: count_up_to = out_9;
			4'd10: count_up_to = out_10;
			4'd11: count_up_to = out_11;
			4'd12: count_up_to = out_12;
			4'd13: count_up_to = out_13;
			4'd14: count_up_to = out_14;
			4'd15: count_up_to = out_15;
	endcase
end
endmodule
module distance0_rom (decay_or_release, count_up_to);
    input [3:0] decay_or_release;
    output reg [31:0] count_up_to;
    always @ (*)
        case(decay_or_release)
        4'd0: count_up_to = 32'd5;
        4'd1: count_up_to = 32'd5;
        4'd2: count_up_to = 32'd5;
        4'd3: count_up_to = 32'd5;
        4'd4: count_up_to = 32'd5;
        4'd5: count_up_to = 32'd5;
        4'd6: count_up_to = 32'd5;
        4'd7: count_up_to = 32'd5;
        4'd8: count_up_to = 32'd5;
        4'd9: count_up_to = 32'd5;
        4'd10: count_up_to = 32'd5;
        4'd11: count_up_to = 32'd5;
        4'd12: count_up_to = 32'd5;
        4'd13: count_up_to = 32'd5;
        4'd14: count_up_to = 32'd5;
        4'd15: count_up_to = 32'd5;
        endcase
endmodule
module distance1_rom (decay_or_release, count_up_to);
    input [3:0] decay_or_release;
    output reg [31:0] count_up_to;
    always @ (*)
        case(decay_or_release)
        4'd0: count_up_to = 32'd5;
        4'd1: count_up_to = 32'd12500000;
        4'd2: count_up_to = 32'd25000000;
        4'd3: count_up_to = 32'd37500000;
        4'd4: count_up_to = 32'd50000000;
        4'd5: count_up_to = 32'd62500000;
        4'd6: count_up_to = 32'd75000000;
        4'd7: count_up_to = 32'd87500000;
        4'd8: count_up_to = 32'd100000000;
        4'd9: count_up_to = 32'd112500000;
        4'd10: count_up_to = 32'd125000000;
        4'd11: count_up_to = 32'd137500000;
        4'd12: count_up_to = 32'd150000000;
        4'd13: count_up_to = 32'd162500000;
        4'd14: count_up_to = 32'd175000000;
        4'd15: count_up_to = 32'd187500000;
        endcase
endmodule
module distance2_rom (decay_or_release, count_up_to);
    input [3:0] decay_or_release;
    output reg [31:0] count_up_to;
    always @ (*)
        case(decay_or_release)
        4'd0: count_up_to = 32'd5;
        4'd1: count_up_to = 32'd6250000;
        4'd2: count_up_to = 32'd12500000;
        4'd3: count_up_to = 32'd18750000;
        4'd4: count_up_to = 32'd25000000;
        4'd5: count_up_to = 32'd31250000;
        4'd6: count_up_to = 32'd37500000;
        4'd7: count_up_to = 32'd43750000;
        4'd8: count_up_to = 32'd50000000;
        4'd9: count_up_to = 32'd56250000;
        4'd10: count_up_to = 32'd62500000;
        4'd11: count_up_to = 32'd68750000;
        4'd12: count_up_to = 32'd75000000;
        4'd13: count_up_to = 32'd81250000;
        4'd14: count_up_to = 32'd87500000;
        4'd15: count_up_to = 32'd93750000;
        endcase
endmodule
module distance3_rom (decay_or_release, count_up_to);
    input [3:0] decay_or_release;
    output reg [31:0] count_up_to;
    always @ (*)
        case(decay_or_release)
        4'd0: count_up_to = 32'd5;
        4'd1: count_up_to = 32'd4166666;
        4'd2: count_up_to = 32'd8333333;
        4'd3: count_up_to = 32'd12500000;
        4'd4: count_up_to = 32'd16666666;
        4'd5: count_up_to = 32'd20833333;
        4'd6: count_up_to = 32'd25000000;
        4'd7: count_up_to = 32'd29166666;
        4'd8: count_up_to = 32'd33333333;
        4'd9: count_up_to = 32'd37500000;
        4'd10: count_up_to = 32'd41666666;
        4'd11: count_up_to = 32'd45833333;
        4'd12: count_up_to = 32'd50000000;
        4'd13: count_up_to = 32'd54166666;
        4'd14: count_up_to = 32'd58333333;
        4'd15: count_up_to = 32'd62500000;
        endcase
endmodule
module distance4_rom (decay_or_release, count_up_to);
    input [3:0] decay_or_release;
    output reg [31:0] count_up_to;
    always @ (*)
        case(decay_or_release)
        4'd0: count_up_to = 32'd5;
        4'd1: count_up_to = 32'd3125000;
        4'd2: count_up_to = 32'd6250000;
        4'd3: count_up_to = 32'd9375000;
        4'd4: count_up_to = 32'd12500000;
        4'd5: count_up_to = 32'd15625000;
        4'd6: count_up_to = 32'd18750000;
        4'd7: count_up_to = 32'd21875000;
        4'd8: count_up_to = 32'd25000000;
        4'd9: count_up_to = 32'd28125000;
        4'd10: count_up_to = 32'd31250000;
        4'd11: count_up_to = 32'd34375000;
        4'd12: count_up_to = 32'd37500000;
        4'd13: count_up_to = 32'd40625000;
        4'd14: count_up_to = 32'd43750000;
        4'd15: count_up_to = 32'd46875000;
        endcase
endmodule
module distance5_rom (clock, decay_or_release, count_up_to);
	 input clock;
    input [3:0] decay_or_release;
    output reg [31:0] count_up_to;
    always @ (posedge clock)
        case(decay_or_release)
        4'd0: count_up_to <= 32'd5;
        4'd1: count_up_to <= 32'd2500000;
        4'd2: count_up_to <= 32'd5000000;
        4'd3: count_up_to <= 32'd7500000;
        4'd4: count_up_to <= 32'd10000000;
        4'd5: count_up_to <= 32'd12500000;
        4'd6: count_up_to <= 32'd15000000;
        4'd7: count_up_to <= 32'd17500000;
        4'd8: count_up_to <= 32'd20000000;
        4'd9: count_up_to <= 32'd22500000;
        4'd10: count_up_to <= 32'd25000000;
        4'd11: count_up_to <= 32'd27500000;
        4'd12: count_up_to <= 32'd30000000;
        4'd13: count_up_to <= 32'd32500000;
        4'd14: count_up_to <= 32'd35000000;
        4'd15: count_up_to <= 32'd37500000;
        endcase
endmodule
module distance6_rom (decay_or_release, count_up_to);
    input [3:0] decay_or_release;
    output reg [31:0] count_up_to;
    always @ (*)
        case(decay_or_release)
        4'd0: count_up_to = 32'd5;
        4'd1: count_up_to = 32'd2083333;
        4'd2: count_up_to = 32'd4166666;
        4'd3: count_up_to = 32'd6250000;
        4'd4: count_up_to = 32'd8333333;
        4'd5: count_up_to = 32'd10416666;
        4'd6: count_up_to = 32'd12500000;
        4'd7: count_up_to = 32'd14583333;
        4'd8: count_up_to = 32'd16666666;
        4'd9: count_up_to = 32'd18750000;
        4'd10: count_up_to = 32'd20833333;
        4'd11: count_up_to = 32'd22916666;
        4'd12: count_up_to = 32'd25000000;
        4'd13: count_up_to = 32'd27083333;
        4'd14: count_up_to = 32'd29166666;
        4'd15: count_up_to = 32'd31250000;
        endcase
endmodule
module distance7_rom (decay_or_release, count_up_to);
    input [3:0] decay_or_release;
    output reg [31:0] count_up_to;
    always @ (*)
        case(decay_or_release)
        4'd0: count_up_to = 32'd5;
        4'd1: count_up_to = 32'd1785714;
        4'd2: count_up_to = 32'd3571428;
        4'd3: count_up_to = 32'd5357142;
        4'd4: count_up_to = 32'd7142857;
        4'd5: count_up_to = 32'd8928571;
        4'd6: count_up_to = 32'd10714285;
        4'd7: count_up_to = 32'd12500000;
        4'd8: count_up_to = 32'd14285714;
        4'd9: count_up_to = 32'd16071428;
        4'd10: count_up_to = 32'd17857142;
        4'd11: count_up_to = 32'd19642857;
        4'd12: count_up_to = 32'd21428571;
        4'd13: count_up_to = 32'd23214285;
        4'd14: count_up_to = 32'd25000000;
        4'd15: count_up_to = 32'd26785714;
        endcase
endmodule
module distance8_rom (decay_or_release, count_up_to);
    input [3:0] decay_or_release;
    output reg [31:0] count_up_to;
    always @ (*)
        case(decay_or_release)
        4'd0: count_up_to = 32'd5;
        4'd1: count_up_to = 32'd1562500;
        4'd2: count_up_to = 32'd3125000;
        4'd3: count_up_to = 32'd4687500;
        4'd4: count_up_to = 32'd6250000;
        4'd5: count_up_to = 32'd7812500;
        4'd6: count_up_to = 32'd9375000;
        4'd7: count_up_to = 32'd10937500;
        4'd8: count_up_to = 32'd12500000;
        4'd9: count_up_to = 32'd14062500;
        4'd10: count_up_to = 32'd15625000;
        4'd11: count_up_to = 32'd17187500;
        4'd12: count_up_to = 32'd18750000;
        4'd13: count_up_to = 32'd20312500;
        4'd14: count_up_to = 32'd21875000;
        4'd15: count_up_to = 32'd23437500;
        endcase
endmodule
module distance9_rom (decay_or_release, count_up_to);
    input [3:0] decay_or_release;
    output reg [31:0] count_up_to;
    always @ (*)
        case(decay_or_release)
        4'd0: count_up_to = 32'd5;
        4'd1: count_up_to = 32'd1388888;
        4'd2: count_up_to = 32'd2777777;
        4'd3: count_up_to = 32'd4166666;
        4'd4: count_up_to = 32'd5555555;
        4'd5: count_up_to = 32'd6944444;
        4'd6: count_up_to = 32'd8333333;
        4'd7: count_up_to = 32'd9722222;
        4'd8: count_up_to = 32'd11111111;
        4'd9: count_up_to = 32'd12500000;
        4'd10: count_up_to = 32'd13888888;
        4'd11: count_up_to = 32'd15277777;
        4'd12: count_up_to = 32'd16666666;
        4'd13: count_up_to = 32'd18055555;
        4'd14: count_up_to = 32'd19444444;
        4'd15: count_up_to = 32'd20833333;
        endcase
endmodule
module distance10_rom (decay_or_release, count_up_to);
    input [3:0] decay_or_release;
    output reg [31:0] count_up_to;
    always @ (*)
        case(decay_or_release)
        4'd0: count_up_to = 32'd5;
        4'd1: count_up_to = 32'd1250000;
        4'd2: count_up_to = 32'd2500000;
        4'd3: count_up_to = 32'd3750000;
        4'd4: count_up_to = 32'd5000000;
        4'd5: count_up_to = 32'd6250000;
        4'd6: count_up_to = 32'd7500000;
        4'd7: count_up_to = 32'd8750000;
        4'd8: count_up_to = 32'd10000000;
        4'd9: count_up_to = 32'd11250000;
        4'd10: count_up_to = 32'd12500000;
        4'd11: count_up_to = 32'd13750000;
        4'd12: count_up_to = 32'd15000000;
        4'd13: count_up_to = 32'd16250000;
        4'd14: count_up_to = 32'd17500000;
        4'd15: count_up_to = 32'd18750000;
        endcase
endmodule
module distance11_rom (decay_or_release, count_up_to);
    input [3:0] decay_or_release;
    output reg [31:0] count_up_to;
    always @ (*)
        case(decay_or_release)
        4'd0: count_up_to = 32'd5;
        4'd1: count_up_to = 32'd1136363;
        4'd2: count_up_to = 32'd2272727;
        4'd3: count_up_to = 32'd3409090;
        4'd4: count_up_to = 32'd4545454;
        4'd5: count_up_to = 32'd5681818;
        4'd6: count_up_to = 32'd6818181;
        4'd7: count_up_to = 32'd7954545;
        4'd8: count_up_to = 32'd9090909;
        4'd9: count_up_to = 32'd10227272;
        4'd10: count_up_to = 32'd11363636;
        4'd11: count_up_to = 32'd12500000;
        4'd12: count_up_to = 32'd13636363;
        4'd13: count_up_to = 32'd14772727;
        4'd14: count_up_to = 32'd15909090;
        4'd15: count_up_to = 32'd17045454;
        endcase
endmodule
module distance12_rom (decay_or_release, count_up_to);
    input [3:0] decay_or_release;
    output reg [31:0] count_up_to;
    always @ (*)
        case(decay_or_release)
        4'd0: count_up_to = 32'd5;
        4'd1: count_up_to = 32'd1041666;
        4'd2: count_up_to = 32'd2083333;
        4'd3: count_up_to = 32'd3125000;
        4'd4: count_up_to = 32'd4166666;
        4'd5: count_up_to = 32'd5208333;
        4'd6: count_up_to = 32'd6250000;
        4'd7: count_up_to = 32'd7291666;
        4'd8: count_up_to = 32'd8333333;
        4'd9: count_up_to = 32'd9375000;
        4'd10: count_up_to = 32'd10416666;
        4'd11: count_up_to = 32'd11458333;
        4'd12: count_up_to = 32'd12500000;
        4'd13: count_up_to = 32'd13541666;
        4'd14: count_up_to = 32'd14583333;
        4'd15: count_up_to = 32'd15625000;
        endcase
endmodule
module distance13_rom (decay_or_release, count_up_to);
    input [3:0] decay_or_release;
    output reg [31:0] count_up_to;
    always @ (*)
        case(decay_or_release)
        4'd0: count_up_to = 32'd5;
        4'd1: count_up_to = 32'd961538;
        4'd2: count_up_to = 32'd1923076;
        4'd3: count_up_to = 32'd2884615;
        4'd4: count_up_to = 32'd3846153;
        4'd5: count_up_to = 32'd4807692;
        4'd6: count_up_to = 32'd5769230;
        4'd7: count_up_to = 32'd6730769;
        4'd8: count_up_to = 32'd7692307;
        4'd9: count_up_to = 32'd8653846;
        4'd10: count_up_to = 32'd9615384;
        4'd11: count_up_to = 32'd10576923;
        4'd12: count_up_to = 32'd11538461;
        4'd13: count_up_to = 32'd12500000;
        4'd14: count_up_to = 32'd13461538;
        4'd15: count_up_to = 32'd14423076;
        endcase
endmodule
module distance14_rom (decay_or_release, count_up_to);
    input [3:0] decay_or_release;
    output reg [31:0] count_up_to;
    always @ (*)
        case(decay_or_release)
        4'd0: count_up_to = 32'd5;
        4'd1: count_up_to = 32'd892857;
        4'd2: count_up_to = 32'd1785714;
        4'd3: count_up_to = 32'd2678571;
        4'd4: count_up_to = 32'd3571428;
        4'd5: count_up_to = 32'd4464285;
        4'd6: count_up_to = 32'd5357142;
        4'd7: count_up_to = 32'd6250000;
        4'd8: count_up_to = 32'd7142857;
        4'd9: count_up_to = 32'd8035714;
        4'd10: count_up_to = 32'd8928571;
        4'd11: count_up_to = 32'd9821428;
        4'd12: count_up_to = 32'd10714285;
        4'd13: count_up_to = 32'd11607142;
        4'd14: count_up_to = 32'd12500000;
        4'd15: count_up_to = 32'd13392857;
        endcase
endmodule
module distance15_rom (decay_or_release, count_up_to);
    input [3:0] decay_or_release;
    output reg [31:0] count_up_to;
    always @ (*)
        case(decay_or_release)
        4'd0: count_up_to = 32'd5;
        4'd1: count_up_to = 32'd833333;
        4'd2: count_up_to = 32'd1666666;
        4'd3: count_up_to = 32'd2500000;
        4'd4: count_up_to = 32'd3333333;
        4'd5: count_up_to = 32'd4166666;
        4'd6: count_up_to = 32'd5000000;
        4'd7: count_up_to = 32'd5833333;
        4'd8: count_up_to = 32'd6666666;
        4'd9: count_up_to = 32'd7500000;
        4'd10: count_up_to = 32'd8333333;
        4'd11: count_up_to = 32'd9166666;
        4'd12: count_up_to = 32'd10000000;
        4'd13: count_up_to = 32'd10833333;
        4'd14: count_up_to = 32'd11666666;
        4'd15: count_up_to = 32'd12500000;
        endcase
endmodule
### ./run.sh
#!/bin/bash
# OpenROAD 26Q1-2900-gdf79404cd8, Yosys 0.63+post, stock flow scripts
make -C /OpenROAD-flow-scripts/flow DESIGN_CONFIG=/design/flow/config.mk WORK_HOME=/design/flow/orfs finish
==> job_summary.md <==
## Implementation flow summary

| Metric | Value |
|---|---|
| Routability Congestion | `approximately 1.3` |
| Mux area share | `0.0727` |
| Startpoint Class | `input pin` |
| WL final | `around 24000 microns` |
| Cell area leaders | `dfxtp_1 12%, o21ai_0 5.6%, a21oi_1 5.3%` |
| Total CTS buffers | `3` |
| Post-Syn Instances | `roughly 660` |
| CTS HTree Levels | `1` |
| Via density | `8.47` |
| Asr flop ratio synth | `0` |
| Setup TNS | `0 ns` |
| Post-synth area from yosys stat | `~4700 sq um` |
| Cycle use final | `0.876` |
| Root Driver | `clkbuf_8` |
| Die Y | `98.7 microns` |
| Power per cell area | `195 nW/um^2` |
| AO/OA Area Share | `0.390` |
| Number of buffers added on ports | `36` |
| Pin count of the biggest net entering global routing | `50` |
| Worst-margin pin slew | `1.05 ns` |
| P&R area growth vs syn | `7.25%` |
| Largest Register | `count_up_to` |
| Hold Crit Class | `in -> reg` |
| Top Registers | `count_up_to x28` |
| Clock slew at reported path FFs | `0.13 ns` |
| IR Drop Worst-Case VDD | `99.3 uV` |
| Row cnt | `34` |
| DRT antenna net count | `0` |
| Max-cap check violation count | `0` |
| Fmax | `233 MHz` |
| Most common reg cell | `dfxtp_1` |
| Comb area leader | `AND-OR/OR-AND gates` |
| Top cell area share | `0.120` |
| Synth warn | `51` |
| DRC | `0` |
| Die area | `roughly 9700 sq um` |
| Slew HR | `0.301` |
| Largest register FFs | `28` |
| Post-synthesis cell type count | `between 80 and 90` |
| Overall via count from detail_route | `6425` |
| Crit end category | `register` |
| Hold_buf cts | `0` |
| Post-cts resize count | `0` |
| Final setup violation count | `0` |
| Lkg Pwr | `1.78 nW` |
| CP Data Arrival Time | `around 4.5 ns` |
| Vias in the first global route | `about 5700` |
| Yosys xor share | `0.00561` |
| Setup bufs post-CTS | `0` |
| First-pass GRT wire length | `35500 microns` |
| Largest area contributor in the netlist | `dfxtp_1` |
| Synth Seq Share | `0.120` |
| Init Core Util | `0.526` |
| Routed len/inst | `31.8 microns` |
| Outcome | `complete, no violations` |
| Gr ovfl total | `0` |
| Crit Path Category | `in -> reg` |
| Adder Share, Synth | `0.0267` |
| Drt pass-1 iters | `12` |
| Number of enable flip-flop cells | `0` |
| GRT Total Usage | `0.504` |
| Count of tool warnings | `35` |
| CTS Buffer Depth | `2` |
| CTS Sinks | `28` |
| Initial antenna violation count | `2` |
| Non-filler cells, final | `759` |
| Fin. max-slew vios | `0` |
| CTS tree | `yes` |
| Core area | `between 8000 and 9000 sq um` |
| Die width | `about 100 microns` |
| Data required, critical path | `just over 5 ns` |
| Dpl cells | `753` |
| Final Power | `0.980 mW` |
| Leading cell types by count after synthesis | `59 x nor2_1, 52 x o21ai_0, 50 x a21oi_1, 41 x nand2_1, 35 x buf_2` |
| Crit Path Max Fanout | `31` |
| Yosys top cell by instances | `nor2_1` |
| Starting DRC count in detailed routing | `1461` |
| Num ports | `around 41` |
| Number of cells in Yosys stat | `658` |
| Seq cells post-synth | `28` |
| Syn avg cell area | `7.11 sq um` |
| Synthesized area | `~4700 sq um` |
| DP Wirelength | `roughly 16000 microns` |
| Final Hold Fails | `0` |
| RSZ-0062 raised after global routing | `no` |
| Layout cell share with drive strength beyond 1 | `0.111` |
| Final period demand of the worst path | `4.29 ns` |
| Basic Gates by Area | `0.284` |
[area by class of cell]
cell class | count | area (sq um)
clock inverter | 1 | 30.0
tap | 108 | 135
sequential | 28 | 561
timing repair buffer | 61 | 541
fill | 848 | 3870
multi-input combinational | 545 | 3660
antenna | 1 | 2.50
clock buffer | 3 | 41.3
inverter | 12 | 45.0
[kinds of logic after synthesis]
group                      after synthesis
and+or+nand+nor                        240
xor gates and xnor gates                 3
adders and majority gates               10
AOI/OAI and AO/OA                      264
other                                    1
DFF                                     28
muxes                                   24
buffers and inverters                   88
[stage by stage]
| stage | setup WS [ns] | utilization | hold WS [ns] | cell area [sq um] |
|---|---|---|---|---|
| after detailed placement | 0.611 | 0.555 | 1.53 | 4940 |
| after floorplan | 1.83 | - | 1.24 | 4690 |
| after global routing | 0.784 | 0.564 | 1.27 | 5020 |
| final | 0.606 | 0.564 | 1.24 | 5020 |
| after CTS | 0.931 | 0.563 | 1.21 | 5010 |
| after global placement | 0.482 | 0.555 | 1.50 | 4940 |
[critical path, stage by stage]
cell,delay [ns]
clkdlybuf4s50_1,0.48
buf_4,0.38
ha_1,0.56
nor2b_1,0.89
a22oi_1,0.47
o22ai_1,0.41
nor4_1,0.19
nand4_1,0.16
[where the power goes]
group | leakage (nW) | switching, mW | internal (mW)
Sequential | 0.234 | 0.00957 | 0.262
Combinational | 1.51 | 0.315 | 0.190
Clock | 0.0357 | 0.0938 | 0.110
Total | 1.78 | 0.419 | 0.561
[layer usage]
| layer | share of wire | vias to the layer above | GRT usage |
|---|---|---|---|
| met5 | 0 | - | 0 |
| met4 | 0.10 | 0 | 0.270 |
| met3 | 0.20 | 273 | 0.334 |
| met2 | 0.36 | 800 | 0.648 |
| met1 | 0.34 | 2804 | 0.633 |
| li1 | - | 2548 | - |
[cell usage in the layout, fill, tap and decap left out, types with 11 or more instances in the layout]
cell and instances:
nor2_1 59, nor2b_1 11, nand2b_1 15, nand3_1 31, a211oi_1 18, nand2_1 41
o21ai_0 52, a22oi_1 11, buf_4 26, nor3_1 11, clkdlybuf4s50_1 34, dfxtp_1 28
a21oi_1 50, o22ai_1 26
[worst paths after layout]
check | start | slack [ns] | cells after the start | end
worst max-delay path | myrelease[1] | 0.61 | 8 | count_up_to[20]
worst min-delay path | myrelease[2] | 1.24 | 3 | count_up_to[6]
Power is estimated from default activity; no workload was simulated.
